===== ./design.v =====
`timescale 1ns / 1ps
module blocked_carry_lookahead_adder
#(
    parameter WIDTH = 16,
    parameter BLOCK_WIDTH = 4
)
(
    input wire iC,
    input wire [WIDTH-1:0] iA, iB,
    output wire [WIDTH-1:0] oS,
    output wire oC
);
    wire [WIDTH/BLOCK_WIDTH:0] wCs;
    assign wCs[0] = iC;
    genvar i;
    generate
        for(i=0; i < WIDTH/BLOCK_WIDTH; i = i+1)
        begin
            carry_lookahead_adder #( .WIDTH(BLOCK_WIDTH) ) 
            CLA   (
                .iA( iA[i*BLOCK_WIDTH +: BLOCK_WIDTH] ), 
                .iB( iB[i*BLOCK_WIDTH +: BLOCK_WIDTH] ),
                .iC(wCs[i]),
                .oS(oS[i*BLOCK_WIDTH +: BLOCK_WIDTH]),
                .oC(wCs[i+1])
              );
        end
    endgenerate
    assign oC = wCs[WIDTH/BLOCK_WIDTH];
endmodule
`timescale 1ns / 1ps
module carry_lookahead_adder
#( parameter WIDTH = 4 )
(
    input wire iC,
    input wire [WIDTH-1:0] iA, iB,
    output wire [WIDTH-1:0] oS,
    output wire oC
);
    wire [WIDTH:0] wCs;
    wire [WIDTH-1:0] wPs, wGs;
    assign wCs[0] = iC;
    genvar i, j;
    generate 
        for (i=0; i < WIDTH; i = i+1)
        begin        
            partial_full_adder PFA
                (.iA(iA[i]), .iB(iB[i]), .iC(wCs[i]), .oS(oS[i]), .oP(wPs[i]), .oG(wGs[i]));    
            wire [i:0] wPropagatedGs;           
            assign wPropagatedGs[0] = wGs[i];
            for(j=1; j <= i; j = j+1)
            begin
                assign wPropagatedGs[j] = wGs[i-j] & &wPs[i:i-j+1];
            end
            assign wCs[i+1] = (&wPs[i:0] & iC) | (|wPropagatedGs);
        end
    endgenerate
    assign oC = wCs[WIDTH];
endmodule
`timescale 1ns / 1ps
module improved_giulio_fast_adder
#(
    parameter WIDTH = 32,
    parameter BLOCK_WIDTH = 8,
    parameter SUB_BLOCK_WIDTH = 4
)
(
    input wire iC,
    input wire [WIDTH-1:0] iA, iB,
    output wire [WIDTH-1:0] oS,
    output wire oC
);
    wire [WIDTH/BLOCK_WIDTH-1:0] wCs;
    blocked_carry_lookahead_adder #( .WIDTH(BLOCK_WIDTH), .BLOCK_WIDTH(SUB_BLOCK_WIDTH) ) 
            BCLA_0   (
                .iA( iA[0 +: BLOCK_WIDTH] ), 
                .iB( iB[0 +: BLOCK_WIDTH] ),
                .iC( iC ),
                .oS( oS[0 +: BLOCK_WIDTH] ),
                .oC( wCs[0] )
              );
    genvar i;
    generate
        for(i=1; i < WIDTH/BLOCK_WIDTH; i = i+1)
        begin
            wire [BLOCK_WIDTH-1:0] wS0, wS1;
            wire wC0, wC1;
            blocked_carry_lookahead_adder #( .WIDTH(BLOCK_WIDTH), .BLOCK_WIDTH(SUB_BLOCK_WIDTH) ) 
            BCLA_0   (
                .iA( iA[i*BLOCK_WIDTH +: BLOCK_WIDTH] ), 
                .iB( iB[i*BLOCK_WIDTH +: BLOCK_WIDTH] ),
                .iC( 1'b0 ),
                .oS(wS0),
                .oC(wC0)
              );
            blocked_carry_lookahead_adder #( .WIDTH(BLOCK_WIDTH), .BLOCK_WIDTH(SUB_BLOCK_WIDTH) ) 
            BCLA_1   (
                .iA( iA[i*BLOCK_WIDTH +: BLOCK_WIDTH] ), 
                .iB( iB[i*BLOCK_WIDTH +: BLOCK_WIDTH] ),
                .iC( 1'b1 ),
                .oS(wS1),
                .oC(wC1)
              );
              assign wCs[i] = (wCs[i-1] == 1) ? wC1 : wC0;
              assign oS[i*BLOCK_WIDTH +: BLOCK_WIDTH] = (wCs[i-1] == 1) ? wS1 : wS0;
        end
    endgenerate
    assign oC = wCs[WIDTH/BLOCK_WIDTH-1];
endmodule
`timescale 1ns / 1ps
module partial_full_adder(
    input wire iA, iB, iC,
    output wire oS, oP, oG
    );
    assign oS = (iA ^ iB) ^ (iC);
    assign oP = iA | iB;
    assign oG = iA & iB;
endmodule

===== ./run.sh =====
#!/bin/bash
# OpenROAD 26Q1-2900-gdf79404cd8, Yosys 0.63+post, stock flow scripts
make -C /OpenROAD-flow-scripts/flow DESIGN_CONFIG=/design/flow/config.mk WORK_HOME=/design/flow/orfs finish

===== ./config.mk =====
export PLATFORM = sky130hd
export DESIGN_NAME = improved_giulio_fast_adder
export DESIGN_NICKNAME = improved_giulio_fast_adder
export VERILOG_FILES = /design/flow/design.v
export SDC_FILE = /design/flow/constraint.sdc
export NUM_CORES = 4
export LEC_CHECK = 1
export CORE_AREA = 10 10 113 113
export DIE_AREA = 0 0 123 123

===== ./constraint.sdc =====
current_design improved_giulio_fast_adder

set clk_period 12.2
set clk_io_pct 0.2

create_clock -name clk0 -period $clk_period

set non_clock_inputs [all_inputs -no_clocks]
set_input_delay [expr $clk_period * $clk_io_pct] -clock clk0 $non_clock_inputs
set_output_delay [expr $clk_period * $clk_io_pct] -clock clk0 [all_outputs]

==> reports/results.ini <==
[setup_path]
critical_path_class=input pin to primary output
worst_setup_path_end_kind=primary output
critical_path_peak_fanout=4
timing.critical_path.arrival_ns=5.95
timing.critical_path.from_type=input pin
cp.required_ns=9.76

[floorplanning]
floorplan.io_pins=98
std_cell_rows=37
core_region_mm2=0.0103
floorplan.die.height_um=123
dieArea_mm2=0.0151
die_w_um=123
fp-utilization=0.215

[layout]
area_growth_pct=49.2
final_layout_size_suffix_gt1_frac=0.0313
fillers=1048
sequential_cell_total=0
seq_area_um2=0
layout.clock_buffers=0

[synthesis]
yosys_warnings=0
muxShareOfSynthArea=0.00902
syn_area_per_cell_um2=7.58
yosys.area_share.aoi=0.182
synth_stat.cells=293
netlist-cell-type-count=39
synthesis.area_mm2=0.00222
synthCells=293
synth.cellmix.adderShare=0.417
post_synth_xor_area_fraction=0.0986
leading_area_contributor_after_synthesis=sky130_fd_sc_hd__ha_1
area_share_of_the_leading_cell_type_in_the_synthesized_netlist=0.372
synth.area.top_cells=sky130_fd_sc_hd__ha_1 37%, sky130_fd_sc_hd__inv_1 15%, sky130_fd_sc_hd__xor2_1 5.1%
top_logic_kind=adder cells
yosys.stat.chipArea_mm2=0.00222
post_synth_and_or_nand_nor_area_fraction=0.119
seq_area_frac_synth=0

[sta]
grt_setup_unrepaired=false
final_max_slew_viol_count=0
max_clock_freq_mhz=119
timing.final.setup_violations=0
finalCritPeriodShare=0.688
tightestPinTransition_ns=0.508
final_tally_of_hold_violations=0
timing.setup.tns_ns=0
final_period_minus_worst_setup_slack_ns=8.39
postLayoutSetupSlackWorst_ns=3.81
timing.slew.headroom=0.658

[clocking]
post-cts-setup-buffer-count=0
cts-resized-gates=0
cts.hold.buffers_added=0

[drt]
antenna-diode-count=0
drt_pass1_iterations=4
detailedRoute.firstIterationViolations=33
post_drt_wl_per_cell_um=11.0
route.detailed.vias_per_inst=3.89
number_of_design_rule_violations_left_after_detail_routing=0
finalWirelength_mm=5.71
antenna_left=0
routed-via-count=2017

[placed_design]
place_worst_setup_slack_ns=3.76
routabilityCongestion=0.836
place.detailed.hpwl_mm=5.44
place.port_buffers=98

[grt]
grt_first_pass_wirelength_mm=9.54
gr-total-overflow=0
grt_antenna_before_repair=0
first_global_vias=2084
maximum_number_of_pins_on_one_net_before_global_route_repair=6
aggregate_global_route_resource_usage=0.0741

[worst_hold_path]
min_delay_worst_endpoint=oS[5]
worstHoldPathType=input pin to primary output
hold_path.startpoint=iB[5]
hold-path-cell-count=5

[power]
pwr_dens_mw_per_mm2=43.9
max-vdd-ir-drop_mv=0.0230
total_leakage_power_nw=1.65

[run_status]
status=finished, final reports clean

[job]
cap_violations=0
openroad.warnings=71

==> synthesized netlist by cell type (2+ instances only) <==
master	n
sky130_fd_sc_hd__nor2b_1	8
sky130_fd_sc_hd__inv_1	87
sky130_fd_sc_hd__ha_1	66
sky130_fd_sc_hd__o21bai_1	7
sky130_fd_sc_hd__xnor2_1	12
sky130_fd_sc_hd__mux2i_1	2
sky130_fd_sc_hd__nor2_1	11
sky130_fd_sc_hd__o21ai_0	7
sky130_fd_sc_hd__nand3_1	2
sky130_fd_sc_hd__buf_4	8
sky130_fd_sc_hd__or4_1	3
sky130_fd_sc_hd__nand2b_1	2
sky130_fd_sc_hd__o211ai_1	2
sky130_fd_sc_hd__a21oi_1	19
sky130_fd_sc_hd__nand2_1	8
sky130_fd_sc_hd__nor3_1	4
sky130_fd_sc_hd__xor2_1	13
sky130_fd_sc_hd__o21ai_1	2
sky130_fd_sc_hd__fa_1	5
sky130_fd_sc_hd__nor3b_1	2
sky130_fd_sc_hd__a211oi_1	3
sky130_fd_sc_hd__or3_1	3
==> kinds of logic (layout without fill, tap and decap cells) <==
logic type / count (synthesis) / after routing
AOI/OAI and AO/OA: 53 / 53
and+or+nand+nor: 47 / 47
muxes: 2 / 2
buffers and inverters: 95 / 185
adders and majority gates: 71 / 71
xor gates and xnor gates: 25 / 25
==> routing by layer <==
metal,vias to the layer above,wire length (um),GRT usage
li1,1099,-,-
met1,868,2670,0.0998
met5,-,0,0
met2,50,2490,0.119
met4,0,0,0
met3,0,546,0.0264
==> worst max path at each step <==
stage,startpoint,end,cells past startpoint
CTS,iA[9],oS[31],12
finish,iA[9],oS[31],12
global route,iA[12],oS[31],12
==> worst max-delay path, cell delays in order <==
cell and delay [ns]:
sky130_fd_sc_hd__clkdlybuf4s50_1 0.48, sky130_fd_sc_hd__inv_1 0.05, sky130_fd_sc_hd__ha_1 0.21, sky130_fd_sc_hd__or4_4 0.54, sky130_fd_sc_hd__or3_4 0.36, sky130_fd_sc_hd__a2111oi_4 0.38
sky130_fd_sc_hd__nor4_2 0.12, sky130_fd_sc_hd__o311ai_4 0.32, sky130_fd_sc_hd__o22a_4 0.22, sky130_fd_sc_hd__a211oi_1 0.08, sky130_fd_sc_hd__a311oi_2 0.23, sky130_fd_sc_hd__clkdlybuf4s50_1 0.51
==> cell type report <==
cell class,instances,area (um2),share of cell area
multi-input combinational,198,1830,0.554
tap,136,170,0.0514
timing repair buffer,98,981,0.296
inverter,87,327,0.0986
==> stage by stage <==
stage                      util  power, mW  hold slack [ns]  instance area, um2  instances
after floorplan               -     0.0676             4.99                2220        293
after global placement    0.321      0.148             5.95                3310        519
after detailed placement  0.321      0.148             5.96                3310        519
after CTS                 0.321      0.150             5.96                3310        519
after global routing      0.321      0.165             5.98                3310        519
final                     0.321      0.145             5.94                3310        519
==> report_power, final <==
part	switching (mW)	total [mW]	internal (mW)
clock network	0	0	0
registers	0	0	0
logic	0.0531	0.145	0.0922
==> cells in the final DEF, fill, tap and decap left out, drive strengths merged, types with 2 or more instances in the layout <==
cell type      netlist  layout
o31ai                2       2
nand3                2       2
o311ai               2       2
nor2                11      11
inv                 87      87
or3                  4       4
nor3                 4       4
nor3b                2       2
o21ai                9       9
a211oi               3       3
or4                  4       4
nand2b               2       2
clkdlybuf4s50        0      98
nor2b                8       8
o211ai               2       2
ha                  66      66
nand2                8       8
a21oi               19      19
fa                   5       5
o21bai               7       7
xnor2               12      12
mux2i                2       2
xor2                13      13
Power figures rest on the tool's default switching activity, not on a simulated workload.
