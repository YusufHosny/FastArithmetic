$ cat ./design.v
`timescale 1ns / 1ps
module carry_lookahead_adder
#( parameter WIDTH = 4 )
(
    input wire iC,
    input wire [WIDTH-1:0] iA, iB,
    output wire [WIDTH-1:0] oS,
    output wire oC
);
    wire [WIDTH:0] wCs;
    wire [WIDTH-1:0] wPs, wGs;
    assign wCs[0] = iC;
    genvar i, j;
    generate 
        for (i=0; i < WIDTH; i = i+1)
        begin        
            partial_full_adder PFA
                (.iA(iA[i]), .iB(iB[i]), .iC(wCs[i]), .oS(oS[i]), .oP(wPs[i]), .oG(wGs[i]));    
            wire [i:0] wPropagatedGs;           
            assign wPropagatedGs[0] = wGs[i];
            for(j=1; j <= i; j = j+1)
            begin
                assign wPropagatedGs[j] = wGs[i-j] & &wPs[i:i-j+1];
            end
            assign wCs[i+1] = (&wPs[i:0] & iC) | (|wPropagatedGs);
        end
    endgenerate
    assign oC = wCs[WIDTH];
endmodule
`timescale 1ns / 1ps
module carry_save_adder
#(
    parameter WIDTH = 8
)
(
    input wire [WIDTH-1:0] iA, iB, iC,
    output wire [WIDTH-1:0] oS,
    output wire [WIDTH:0] oC
);
    assign oS = iA ^ iB ^ iC;
    assign oC = ((iA & iB) | (iB & iC) | (iA & iC)) << 1;
endmodule
`timescale 1ns / 1ps
module fast_unsigned_multiplier
#(
   parameter INPUT_LENGTH = 16,
   parameter OUTPUT_LENGTH = 32
)
(   
    input wire [INPUT_LENGTH-1:0]iA, iB,
    output wire [OUTPUT_LENGTH-1:0] oRes
);
    wire [OUTPUT_LENGTH-1:0] partial_products [INPUT_LENGTH-1:0];
    genvar i;
    generate
        for(i=0; i < INPUT_LENGTH; i = i+1)
        begin
            assign partial_products[i] = (iB[i] == 1) ? iA << i : 0;
        end
    endgenerate
    wire [OUTPUT_LENGTH-1:0] wi1 [INPUT_LENGTH-2:0];
    wire [OUTPUT_LENGTH:0] wi2 [INPUT_LENGTH-2:0];
    assign wi1[0] = partial_products[0];
    assign wi2[0] = {1'b0, partial_products[1] };
    generate
        for(i=0; i < INPUT_LENGTH-2; i = i+1)
        begin
            carry_save_adder #(.WIDTH(OUTPUT_LENGTH)) 
            CSA (
                .iA(wi1[i]), .iB(wi2[i][OUTPUT_LENGTH-1:0]), .iC(partial_products[i+2]), .oS(wi1[i+1]), .oC(wi2[i+1])
            );
        end
    endgenerate
    wire carry_out;
    carry_lookahead_adder #( .WIDTH(OUTPUT_LENGTH) ) 
        adder_inst   (
            .iA( wi1[INPUT_LENGTH-2] ), 
            .iB( wi2[INPUT_LENGTH-2][OUTPUT_LENGTH-1:0] ),
            .iC( 0 ),
            .oS( oRes ),
            .oC( carry_out )
          );
endmodule
`timescale 1ns / 1ps
module partial_full_adder(
    input wire iA, iB, iC,
    output wire oS, oP, oG
    );
    assign oS = (iA ^ iB) ^ (iC);
    assign oP = iA | iB;
    assign oG = iA & iB;
endmodule
$ cat ./run.sh
#!/bin/bash
# OpenROAD 26Q1-2900-gdf79404cd8, Yosys 0.63+post, stock flow scripts
make -C /OpenROAD-flow-scripts/flow DESIGN_CONFIG=/design/flow/config.mk WORK_HOME=/design/flow/orfs finish
$ cat ./config.mk
export PLATFORM = sky130hd
export DESIGN_NAME = fast_unsigned_multiplier
export DESIGN_NICKNAME = fast_unsigned_multiplier
export VERILOG_FILES = /design/flow/design.v
export SDC_FILE = /design/flow/constraint.sdc
export NUM_CORES = 4
export LEC_CHECK = 1
export CORE_UTILIZATION = 40
$ cat ./constraint.sdc
current_design fast_unsigned_multiplier

set clk_period 25.5
set clk_io_pct 0.2

create_clock -name clk0 -period $clk_period

set non_clock_inputs [all_inputs -no_clocks]
set_input_delay [expr $clk_period * $clk_io_pct] -clock clk0 $non_clock_inputs
set_output_delay [expr $clk_period * $clk_io_pct] -clock clk0 [all_outputs]
==> flow_metrics.tcl <==
# implementation run metrics
set metrics [dict create \
    num-clock-buffers 0 \
    antenna_found_initial 0 \
    hpwl_um 10040 \
    die_h_um 135.4 \
    ant_nets 0 \
    crit_slowest_cell "clkdlybuf4s50_1" \
    cp.required_ns 20.40 \
    design_area_um2 7682 \
    crit_arrival_ns 15.42 \
    drc 0 \
    drt_iter0_drc 62 \
    firstDrtPassIters 4 \
    ys_types 32 \
    hold_class "primary input to output pin" \
    ys_cells 716 \
    yosysChipArea_um2 7113 \
    drv_cap 0 \
    grt_setup_unrepaired "false" \
    final_layout_size_suffix_gt1_share_pct 1.534 \
    setup_tns_ns 0 \
    port_buffers 64 \
    cp_slowest_stage_delay_ns 0.69 \
    grt_pass1_wl_um 19530 \
    postSynthSeqShare_pct 0 \
    setup_viol_count_final 0 \
    critPathMaxFanout 16 \
    core_area_um2 17360 \
    fin_ws_ns 4.981 \
    post-place-ws_ns 4.949 \
    tool_warnings 48 \
    grt_max_degree 17 \
    fin_crit_ns 20.52 \
    fp.dieW_um 135.4 \
    seqCellArea_um2 0 \
    place_area_um2 7682 \
    cp-end-kind "output pin" \
    syn_area_um2 7113 \
    initCoreUtil_pct 40.98 \
    gp_congestion 0.8080 \
    start_kind "primary input" \
    crit_type "primary input to output pin" \
    wl_um 10620 \
    relSlewSlack_pct 57.14 \
    vias_per_cell 4.779 \
    tightest_slew_ns 0.6409 \
    status "complete, no violations" \
    hold_viol 0 \
    fin_crit_sh_pct 80.47 \
    area_growth_pct 8.004 \
    route.vias.total 4502 \
    grt_pass1_vias 4771 \
    syn_inst 716 \
    cpMostUsedCell "fa_1" \
    final_cell_mix "210 x fa_1, 143 x nand2_1, 113 x and2_1, 80 x inv_1, 64 x clkdlybuf4s50_1" \
    globalRouteOverflowTotal 0 \
    final_core_util_pct 44.26 \
    layout_top_cell "fa_1" \
    wl_per_cell_um 11.27 \
    floorplan.rows 48 \
    fmax_ghz 0.04874 \
    syn_area_per_cell_um2 9.934 \
    drv_slew 0 \
    yosys_warnings 1 \
    seq_cell_count 0 \
    die_area_um2 18320 \
    n_antenna_cell 0 \
    io_pins 64 \
    grtUsageTotal_pct 13.22 \
    holdBufCountCts 0 \
    post_cts_buffers 0 \
    cts_resized 0 \
]
[metrics by stage]
stage	cells	hold slack [ns]
2_1_floorplan	716	10.38
3_3_place_gp	942	11.36
3_5_place_dp	942	11.36
4_1_cts	942	11.37
5_1_grt	942	11.40
6_report	942	11.35
[Yosys cell counts]
| library cell | instances | share of area, % |
|---|---|---|
| fa_1 | 210 | 59 |
| nand2_1 | 143 | 7.5 |
| and2_1 | 113 | 9.9 |
| inv_1 | 80 | 4.2 |
| ha_1 | 46 | 8.1 |
| buf_4 | 32 | 3.4 |
| clkbuf_1 | 32 | 1.7 |
| nor2_1 | 11 | 0.58 |
| xnor2_1 | 10 | 1.2 |
| a21oi_1 | 6 | 0.42 |
| xor2_1 | 4 | 0.49 |
| nand2b_1 | 3 | 0.26 |
| nor3_1 | 3 | 0.21 |
| a2111oi_2 | 2 | 0.42 |
| nor2_2 | 2 | 0.18 |
| o21bai_1 | 2 | 0.21 |
| or2_1 | 2 | 0.18 |
| a211oi_1 | 1 | 0.11 |
| a211oi_2 | 1 | 0.18 |
| a21boi_1 | 1 | 0.11 |
| a21o_1 | 1 | 0.11 |
| a221oi_1 | 1 | 0.12 |
| a31oi_1 | 1 | 0.088 |
| nand3_2 | 1 | 0.14 |
| nor2b_2 | 1 | 0.12 |
| nor4_1 | 1 | 0.088 |
| nor4_2 | 1 | 0.18 |
| o21ai_1 | 1 | 0.070 |
| o21ai_2 | 1 | 0.12 |
| o21ba_1 | 1 | 0.14 |
| o311ai_1 | 1 | 0.12 |
| or4_4 | 1 | 0.16 |
[cells by family (layout without fill, tap and decap cells)]
family / after synthesis / count (layout) / synth area share [%]
and+or+nand+nor: 282 / 282 / 19.58
adders and majority gates: 256 / 256 / 67.19
buffers and inverters: 144 / 145 / 9.288
AOI/OAI and AO/OA: 20 / 20 / 2.216
xor gates and xnor gates: 14 / 14 / 1.724
[worst max-delay path, delay by kind of cell]
kind                     cells  cell delay (ns)
AND/OR/NAND/NOR              3             0.66
adder cells (fa/ha/maj)     15             7.47
XOR/XNOR                     1             0.15
AND-OR/OR-AND                3             0.76
buffers and inverters        4             1.26
[final timing paths]
path | startpoint | cells after the start | slack [ns] | end
setup / recovery | iA[15] | 26 | 4.98 | oRes[30]
hold / removal | iA[0] | 4 | 11.35 | oRes[0]
[area by class of cell]
class              count  area, um^2
multi-input cells    572        6452
inverters             80       300.3
well taps            225       281.5
repair buffers        65       648.1
fillers             1638        9674
[layer usage]
metal	wire (um)	vias up	GRT usage, %	part of all wire (%)
met2	5598	60	23.50	53
met5	0	-	0	0
li1	-	2088	-	-
met3	319	0	1.031	3.0
met1	4697	2354	19.84	44
met4	0	0	0	0
